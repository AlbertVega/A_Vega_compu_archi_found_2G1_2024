## /design/flow/design.v

```verilog
module ALU(
	input logic [3:0] a,
	input logic [3:0] b,
	input logic [1:0] Sel,
	output logic [3:0] Result,
	output logic N, Z, C, V
);
	logic [3:0] adder_result;
   logic adder_cout;
	logic [3:0] subtractor_result;
   logic subtractor_cout;
	logic [3:0] and_result;
	logic [3:0] or_result;
	sumador4bits sumador(
		.A(a),
		.B(b),
		.Cin(1'b0),
		.sum(adder_result),
		.Cout(adder_cout)
	);
	restador4bits restador(
		.A(a),
		.B(b),
		.Cin(1'b0),
		.res(subtractor_result),
		.Cout(subtractor_cout)
	);
	assign and_result = a & b;
	assign or_result = a | b;
   mux4to1 mux_bit0 (
       .S0(Sel[0]),      
		 .S1(Sel[1]),		 
       .D0(adder_result[0]), 
       .D1(subtractor_result[0]),
       .D2(and_result[0]),
       .D3(or_result[0]),
       .out(Result[0])                  
   );
	mux4to1 mux_bit1 (
       .S0(Sel[0]),      
		 .S1(Sel[1]),                       
       .D0(adder_result[1]), 
       .D1(subtractor_result[1]),
       .D2(and_result[1]),
       .D3(or_result[1]),
       .out(Result[1])                  
   );
	mux4to1 mux_bit2 (
       .S0(Sel[0]),      
		 .S1(Sel[1]),                       
       .D0(adder_result[2]), 
       .D1(subtractor_result[2]),
       .D2(and_result[2]),
       .D3(or_result[2]),
       .out(Result[2])                  
   );
	mux4to1 mux_bit3 (
       .S0(Sel[0]),      
		 .S1(Sel[1]),                       
       .D0(adder_result[3]), 
       .D1(subtractor_result[3]),
       .D2(and_result[3]),
       .D3(or_result[3]),
       .out(Result[3])                  
   );
	assign C = ~Sel[1] & (adder_cout);
	assign N = Result[3];
	assign Z = ~Result[3] & ~Result[2] & ~Result[1] & ~Result[0];
	assign V = ((~Sel[0] ^ ~a[3]) ^ ~b[3]) & (a[3] ^ (adder_result[3] | subtractor_result[3])) & ~Sel[1] ;
endmodule
module BCD_module(input A, B, C, D, output [6:0] display);
    assign display[6] = ~A & ~B & ~C & D | ~A & B & ~C & ~D | A & ~B & C & D | A & B & ~C & D; 
    assign display[5] = B & C & ~D | A & C & D | A & B & ~D | ~A & B & ~C & D;
    assign display[4] = ~(B | ~C | D | A & C); 
    assign display[3] = ~B & ~C & D | B & C & D | ~A & B & ~C & ~D | A & ~B & C & ~D; 
    assign display[2] = ~A & D | ~B & ~C & D | ~A & B & ~C; 
    assign display[1] = ~A & ~B & D | ~A & ~B & C | ~A & C & D | A & B & ~C & D; 
    assign display[0] = ~A & ~B & ~C | ~A & B & C & D | A & B & ~C & ~D; 
endmodule
module PWM( 
	input logic clk,
	input logic [3:0] RegALU,
	output logic led
);
logic [3:0] Counter = 0;
logic eq_flag;
logic lt_flag;
logic lte_flag;
comparator comparador(
	.a(15),
	.b(Counter),
	.eq(eq_flag),
	.lt(lt_flag),
	.lte(lte_flag)	
);
logic [3:0] dutycycle; 
always_ff @(posedge clk) begin
	dutycycle <= RegALU;
	Counter <= (eq_flag) ? 0 : (Counter + 1);
end
assign led = (Counter < dutycycle) ? 1'b1 : 1'b0;  
endmodule
module Restador_completo (
			input logic A,
			input logic B,
			input logic Cin,
			output logic Cout,
			output logic Resta
);
assign Resta = (A ^ B) ^ Cin;
assign Cout = ((~A) & B) || (Cin & (~A)) || (Cin & B);
endmodule
module SPI_slave(
	input logic SCLK,
	input logic MOSI,
	input logic SS,
	output logic MISO,
	output logic [9:0] bits_out
);
reg [15:0] bits = 0;
assign bits_out[0] = bits[6];   
assign bits_out[1] = bits[7];   
assign bits_out[2] = bits[8];   
assign bits_out[3] = bits[9];   
assign bits_out[4] = bits[10];  
assign bits_out[5] = bits[11];  
assign bits_out[6] = bits[12];  
assign bits_out[7] = bits[13];  
assign bits_out[8] = bits[14];  
assign bits_out[9] = bits[15];  
assign MISO = MOSI;
always @ (posedge SCLK & !SS) begin
	bits <= {bits[14:0], MOSI};	
end
endmodule
module Sumador_completo (
			input logic A,
			input logic B,
			input logic Cin,
			output logic Cout,
			output logic  Suma
);
assign Suma = (A ^ B) ^ Cin;
assign Cout = (A & B) | ((A ^ B) & Cin);
endmodule
module comparator (
	input logic [3:0] a, b,
	output logic eq, lt, lte
);
assign eq = (a == b);
assign lt = (a < b);
assign lte = (a <= b);
endmodule
module main(
	input logic clk,
	input logic SCLK,
	input logic MOSI,
	input logic SS,
	output logic MISO,
	output logic N, Z, C, V,
	output logic velocidad,
	output logic [6:0] display
);
reg [9:0] bits;
logic [3:0] Result;
logic [3:0] Result_temp;
logic [3:0] a;
logic [3:0] b;
logic [1:0] Sel;
assign a[0] = bits[6];
assign a[1] = bits[7];
assign a[2] = bits[8];
assign a[3] = bits[9];
assign b[0] = bits[2];
assign b[1] = bits[3];
assign b[2] = bits[4];
assign b[3] = bits[5];
assign Sel[0] = bits[0];
assign Sel[1] = bits[1];
assign Result_temp[0] = Result[0];
assign Result_temp[1] = Result[1];
assign Result_temp[2] = Result[2];
assign Result_temp[3] = Result[3];
SPI_slave SPI_slave_inst(
	.SCLK(SCLK),
	.MOSI(MOSI),
	.SS(SS),
	.MISO(MISO),
	.bits_out(bits)
);
ALU ALU_inst (
	.a(a),
	.b(b),
	.Sel(Sel),
	.Result(Result),
	.N(N), 
	.Z(Z), 
	.C(C),
	.V(V)
);
PWM PWM_inst(
	.clk(clk),
	.RegALU(Result),
	.led(velocidad)
);
BCD_module BCD_module_inst(
	.A(Result_temp[3]),
	.B(Result_temp[2]),
	.C(Result_temp[1]),
	.D(Result_temp[0]),
	.display(display)
);
endmodule
module mux4to1 (
	 input logic S0,                
	 input logic S1,
    input logic D0,
    input logic D1,
    input logic D2,
    input logic D3,
    output logic out  
);
assign out = (D0 & ~S1 & ~S0) | (D1 & ~S1 & S0) | (D2 & S1 & ~S0) | (D3 & S1 & S0);
endmodule
module restador4bits(
	input logic [3:0] A,
	input logic [3:0] B,
	input logic Cin,
	output logic [3:0]res,
	output logic Cout
);
logic [4:0] Borrow;
assign Borrow[0] = Cin;
Restador_completo restador0(
	.A(A[0]),
	.B(B[0]),
	.Cin(Borrow[0]),
	.Resta(res[0]),
	.Cout(Borrow[1])
);
Restador_completo restador1(
	.A(A[1]),
	.B(B[1]),
	.Cin(Borrow[1]),
	.Resta(res[1]),
	.Cout(Borrow[2])
);
Restador_completo restador2(
	.A(A[2]),
	.B(B[2]),
	.Cin(Borrow[2]),
	.Resta(res[2]),
	.Cout(Borrow[3])
);
Restador_completo restador3(
	.A(A[3]),
	.B(B[3]),
	.Cin(Borrow[3]),
	.Resta(res[3]),
	.Cout(Borrow[4])
);
assign Cout = Borrow[4];
endmodule
module sumador4bits( 
		input logic [3:0]A,
		input logic [3:0]B,
		input logic Cin,
		output logic [3:0] sum,
		output logic Cout
);
logic [4:0] Carry;
assign Carry[0] = Cin;
Sumador_completo Sumador0(
			.A(A[0]),
			.B(B[0]),
			.Cin(Carry[0]),
			.Suma(sum[0]),
			.Cout(Carry[1])
);
Sumador_completo Sumador1(
			.A(A[1]),
			.B(B[1]),
			.Cin(Carry[1]),
			.Suma(sum[1]),
			.Cout(Carry[2])
);
Sumador_completo Sumador2(
			.A(A[2]),
			.B(B[2]),
			.Cin(Carry[2]),
			.Suma(sum[2]),
			.Cout(Carry[3])
);
Sumador_completo Sumador3(
			.A(A[3]),
			.B(B[3]),
			.Cin(Carry[3]),
			.Suma(sum[3]),
			.Cout(Carry[4])
);
assign Cout = Carry[4];
endmodule
```

## /design/flow/run.sh

```bash
#!/bin/bash
# OpenROAD 26Q1-2900-gdf79404cd8, Yosys 0.63+post, stock flow scripts
make -C /OpenROAD-flow-scripts/flow DESIGN_CONFIG=/design/flow/config.mk WORK_HOME=/design/flow/orfs finish
```

## /design/flow/config.mk

```make
export PLATFORM = sky130hd
export DESIGN_NAME = main
export DESIGN_NICKNAME = main
export VERILOG_FILES = /design/flow/design.v
export SDC_FILE = /design/flow/constraint.sdc
export NUM_CORES = 4
export LEC_CHECK = 1
export CORE_AREA = 10 10 97 97
export DIE_AREA = 0 0 107 107
```

## /design/flow/constraint.sdc

```tcl
current_design main

set clk_period 2.0
set clk_io_pct 0.2

create_clock -name clk0 -period $clk_period [get_ports {clk}]

set non_clock_inputs [all_inputs -no_clocks]
set_input_delay [expr $clk_period * $clk_io_pct] -clock clk0 $non_clock_inputs
set_output_delay [expr $clk_period * $clk_io_pct] -clock clk0 [all_outputs]
```

==> run notes <==
The flow ran to the end, and the final reports show no timing, DRC or antenna violations. The number of antenna violations at the first check in global routing came out at 0. The number of primary I/O pins is 17, and the total negative slack for setup checks is 0 ns. The maximum fanout along the worst path was 1.

On the final layout, the worst hold slack is 0.484 ns. The library cell used most frequently in the layout, excluding fill and tap cells, is sky130_fd_sc_hd__dfxtp_1. The run gives 32 for the warning total across the stage logs. The launch instance of the worst min-delay path was PWM_inst.Counter[0].

Per the detail_route report, the via count comes to 810. The timing report shows that the slowest cell on the worst path is sky130_fd_sc_hd__dfxtp_1. During synthesis, Yosys emitted a total of 3 warnings. The logs give 7290 um2 for the core area and 31 for the placement row count. The run gives 31 for the count of endpoints without a timing constraint.

The routing usage on met2 is 0.0549, and the area taken by flip-flops and latches is 480 um2. Per the gpl log, the routability congestion estimate is 0.743. Most used routing layer: met2.

In the layout the commonest cells are sky130_fd_sc_hd__dfxtp_1, sky130_fd_sc_hd__inv_1, sky130_fd_sc_hd__clkdlybuf4s50_1. The first global-routing pass estimated 3.57 mm of wire. The run reported a max-capacitance violation count of 0. The met1 track demand over resource was 0.0524.

The die area is 11,400 um2. In this run the cell area of the synthesized design comes to 1230 um2. For the final standard cell utilization of the core, the log shows 0.212. Leaving out filler cells and counting taps, the final layout contains 237. The total power per unit cell area came out at 353 nW/um2.

The synthesized design contains 0 enable-type register cells. The logs give 1 for the number of instances resized during post-cts repair and 2.10 mm for the detailed-route wire length. The run gives 1.60 ns for the endpoint required time on the critical path.

The clock latency at the later pin of the worst-skew pair came out at 0.23 ns. Traced cell by cell, the critical path runs through inv_1 -> ha_1 -> a21o_1 -> a21o_1 -> a21oi_2 -> dlygate4sd2_1. The finished cells cover 1550 um2. Setup repair after global routing left no endpoint under its margin.

Counting the buffers created by CTS gives 3. The post-layout minimum cycle time works out to 1.90 ns. For the worst voltage drop across the vdd grid, the log shows 0.129 mV. The part of the Yosys area used for sequential elements was 0.391; the leakage power summed over all cells was 0.669 nW.

The count of unclocked register or latch pins is 16, and the mean area per synthesized cell is 10.2 um2. Dividing the detail-routed via count by the number of cells gives 3.42. Looking at the max-slew report, the worst-margin pin has a slew of 0.810 ns.

Among all stages on the critical path, the maximum delay recorded is 0.30 ns. The run gives 0.459 as the max-slew headroom at the worst pin. For the number of buffers inserted to repair setup after CTS, the log shows 0. The number of unique standard cell types used by synthesis was 29; the filler cell count in the final layout was 814. The run gives 234 as the number of placed instances, taps included.

STA shows the worst reg2reg path with a cell count of 5. The worst setup path is captured at an output port. Number of remaining DRC errors: 0. Main flop type after synthesis: sky130_fd_sc_hd__dfxtp_1.

The final period utilization came out at 0.948. The post-synth area from yosys stat was 1230 um2; the total half-perimeter wirelength after legalization and detailed placement was 1.71 mm. With the average wire per standard cell at 8.84 um, the number of nets with antenna violations after detailed routing is 0.

Met3 track utilization from global routing: 0.0109. According to the floorplan report, the die height is 107 um. TritonCTS built the clock tree. The flow reports an fmax of 0.527 GHz.

Max-slew check failures listed in the final report amount to 0. The tools report the number of global-route vias before repair as 780. Number of levels in the clock H-tree: 1. The tools report the final setup skew as 0.000188 ns. Critical path startpoint category: a flop. In the final report, the number of hold violations comes to 0. Per the finish-stage timing summary, setup violations number 0.

Most used cell along the critical path: sky130_fd_sc_hd__a21o_1. In the routed netlist, the antenna diode instances number 0. Relative to the synthesized area, the layout overhead comes to 25.6%. The number of storage elements in the synthesis netlist works out to 24.

The startpoint of the most critical register-to-register path is PWM_inst.Counter[1]. The cell count of the worst hold path came out at 1. The timing report gives the worst reg2reg path a setup slack of 0.95 ns.

The run gives 0 for the share of flip-flops with an asynchronous set or reset. The signal arrival time at the worst endpoint is 1.50 ns. The share of layout cells above drive strength 1 came out at 0.101. The global-route usage over all layers came out at 0.0365. Family with the most delay on the worst path: AND-OR/OR-AND gates. In the CTS report, the clock slew at the register clock pins of the worst setup and hold paths is listed as 0.04 ns.

The placed instance area came out at 1500 um2. The post-synthesis cell count was 121. The run gives 0.169 as the initial core utilization. Capture point of the worst reg-to-reg path: PWM_inst.Counter[3].

The total buffers and inverters traversed by the critical path works out to 2. The worst setup path is of the flop to output port kind. The tools report the clock root buffer master as sky130_fd_sc_hd__clkbuf_8. In this run the horizontal extent of the chip is 107 um.

Buffers placed on the I/O ports in this run total 16. The number of buffers on the longest clock path came out at 2. Entering global routing, the biggest net connects 17 pins.

Detailed-route iteration 0 reported a violation count of 32. For this run, the detailed router's first-pass iteration total came to 3. The worst min-delay path endpoint is PWM_inst.Counter[0]. Per the layout area report, the combinational gate area comes to 643 um2. The path type of the worst min-delay path is flop to flop. The synthesized netlist was found by Yosys to have 121 cells. Leftover overflow at the end of global routing: 0.

In this run, post-CTS hold repair placed 0 buffers.
Yosys cell counts, types with 3 or more instances:
cell type,number,area share
sky130_fd_sc_hd__dfxtp_1,24,0.39
sky130_fd_sc_hd__inv_1,22,0.067
sky130_fd_sc_hd__ha_1,13,0.13
sky130_fd_sc_hd__a21oi_1,7,0.028
sky130_fd_sc_hd__nand2_1,6,0.018
sky130_fd_sc_hd__fa_1,5,0.081
sky130_fd_sc_hd__nor2_1,5,0.015
sky130_fd_sc_hd__nor2b_1,4,0.020
sky130_fd_sc_hd__o21ai_0,4,0.016
sky130_fd_sc_hd__a22oi_1,3,0.018
sky130_fd_sc_hd__mux4_2,3,0.055
sky130_fd_sc_hd__xor2_1,3,0.021
where the power goes:
group          internal [mW]  total (mW)  switching (mW)
combinational         0.0851       0.155          0.0696
sequential             0.191       0.201         0.00975
clock                  0.130       0.190          0.0600
total                  0.407       0.546           0.139
worst reg2reg max path: stages (launching register included):
cell and delay [ns]:
sky130_fd_sc_hd__dfxtp_1 0.32, sky130_fd_sc_hd__buf_4 0.12, sky130_fd_sc_hd__ha_1 0.21, sky130_fd_sc_hd__a21oi_1 0.06, sky130_fd_sc_hd__o21ai_0 0.13, sky130_fd_sc_hd__o21ai_0 0.09
state kept, by name, summed over array words and instances, names as in the netlist:
| name | count |
|---|---|
| SPI_slave_inst.bits | 16 |
| PWM_inst.Counter | 4 |
| PWM_inst.dutycycle | 4 |
cell families after synthesis:
kind of cell,synth area share
xor gates and xnor gates,0.0214
buffers and inverters,0.0895
DFF,0.391
and+or+nand+nor,0.0895
adders and majority gates,0.222
muxes,0.0549
AOI/OAI and AO/OA,0.132
layer usage:
layer | vias to the layer above | part of all wire
met5 | - | 0
met2 | 18 | 0.41
met1 | 365 | 0.53
li1 | 425 | -
met4 | 0 | 0.0072
met3 | 2 | 0.061
cell type report:
| class | instances | area share |
|---|---|---|
| clock buffers | 3 | 0.0267 |
| inverters | 24 | 0.0583 |
| flip-flops and latches | 24 | 0.311 |
| repair buffers | 17 | 0.108 |
| multi-input cells | 70 | 0.416 |
| well taps | 99 | 0.0802 |
worst max path at each step:
stage	from	to	slack, ns	cells past startpoint
after CTS	PWM_inst.dutycycle[1]	velocidad	0.07	6
after global routing	PWM_inst.dutycycle[1]	velocidad	0.003	6
final	PWM_inst.dutycycle[1]	velocidad	0.10	6
per-stage QoR:
stage                     worst slack, ns  power (mW)
after global routing              0.00332       0.583
after CTS                          0.0748       0.555
final                               0.103       0.546
after global placement             0.0614       0.359
after detailed placement           0.0471       0.361
after floorplan                     0.619       0.290
Power and IR drop assume default switching activity.
